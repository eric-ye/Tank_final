$ cat flow/run.sh
#!/bin/bash
# OpenROAD 26Q1-2900-gdf79404cd8, Yosys 0.63+post, stock flow scripts
make -C /OpenROAD-flow-scripts/flow DESIGN_CONFIG=/design/flow/config.mk WORK_HOME=/design/flow/orfs finish
$ cat flow/config.mk
export PLATFORM = sky130hd
export DESIGN_NAME = color_mapper
export DESIGN_NICKNAME = color_mapper
export VERILOG_FILES = /design/flow/design.v
export SDC_FILE = /design/flow/constraint.sdc
export NUM_CORES = 4
export LEC_CHECK = 1
export CORE_UTILIZATION = 30
$ cat flow/constraint.sdc
current_design color_mapper

set clk_period 14.9
set clk_io_pct 0.2

create_clock -name clk0 -period $clk_period

set non_clock_inputs [all_inputs -no_clocks]
set_input_delay [expr $clk_period * $clk_io_pct] -clock clk0 $non_clock_inputs
set_output_delay [expr $clk_period * $clk_io_pct] -clock clk0 [all_outputs]
$ cat flow/design.v
module  color_mapper ( input        [9:0] BallX1, BallY1, BallX2, BallY2, TankX1, TankY1, TankX2, TankY2, DrawX, DrawY, BallS1, BallS2, TankS, 
							  input ball_fire,
                       output logic [7:0]  Red, Green, Blue );
    logic ball_on;
	 logic tank_on;
	 logic ball_on2;
	 logic tank_on2;
    int DistX, DistY, DistXt, DistYt, Size;
	 assign DistX1 = DrawX - BallX1;
    assign DistY1 = DrawY - BallY1;
	 assign DistXt1 = DrawX - TankX1;
	 assign DistYt1 = DrawY - TankY1;
	 assign DistX2 = DrawX - BallX2;
    assign DistY2 = DrawY - BallY2;
	 assign DistXt2 = DrawX - TankX2;
	 assign DistYt2 = DrawY - TankY2; 
    assign Size = BallS1;
	 assign SizeT = TankS;	
    always_comb
    begin:Ball_on_proc1
			if((DrawX >= BallX1 - BallS1) && (DrawX < BallX1 + BallS1) && 
		      (DrawY >= BallY1 - BallS1) && (DrawY < BallY1 + BallS1) && (ball_fire == 1'b1))
			ball_on = 1'b1;		
        else 
            ball_on = 1'b0;
		  if( (DrawX >= TankX1 - TankS/2) && (DrawX < TankX1 + TankS/2) &&
			   (DrawY >= TankY1 - TankS/2) && (DrawY < TankY1 + TankS/2))
            tank_on = 1'b1;
        else 
            tank_on = 1'b0;
        if ( ( DistX2*DistX2 + DistY2*DistY2) <= (BallS2 * BallS2) && BallS2 !=0 ) 
           ball_on2 = 1'b1;
        else 
            ball_on2 = 1'b0;
		  if((DrawX >= TankX2 - TankS/2) && DrawX < TankX2 + TankS/2 &&
			   DrawY >= TankY2 - TankS/2 && DrawY < TankY2 + TankS/2)
            tank_on2 = 1'b1;
        else 
            tank_on2 = 1'b0;
	 end
    always_comb
    begin:RGB_Display
		  if ((tank_on == 1'b1)) 
        begin 
            Red = 8'hff;
            Green = 8'hff;
            Blue = 8'h00;
        end
		  else if ((tank_on2 == 1'b1)) 
        begin 
            Red = 8'hff;
            Green = 8'h00;
            Blue = 8'h00;
        end 
        else if ((ball_on == 1'b1)) 
        begin 
            Red = 8'h00;
            Green = 8'hff;
            Blue = 8'hff;
        end
		  else if ((ball_on2 == 1'b1)) 
        begin 
            Red = 8'hff;
            Green = 8'hff;
            Blue = 8'hff;
        end 
        else 
        begin 
            Red = 8'h00; 
            Green = 8'h11;
            Blue = 8'h88;
        end      
    end 
endmodule
==> run summary <==
Purpose: to document the outcome of synthesis and place and route.

Die
The chip area is 0.0293 mm^2. The number of top-level design ports is 155. The initial cell density of the core is 0.307.

Measured along the x axis, the die boundary spans about 170 um. The area inside the core boundary is between 0.02 and 0.03 mm^2. The die is about 170 um tall. The initialized floorplan defines between 60 and 70 standard-cell rows.

Yosys
For this run, the register share of the synthesized area comes to 0. The chip area line of the yosys report is between 0.008 and 0.009 mm^2. The number of standard cells reported by yosys is about 1.1k. The distinct cell type count after synthesis is between 60 and 70.

The instance count of the mapped netlist is ~1.1k. After synthesis, the mean cell area works out to ~7.6 um^2. The synthesized netlist occupies a cell area of 0.00859 mm^2. The warning tally printed by Yosys for this design is 10.

Run
The total of max-cap violations is 0. The number of warnings the tools reported is approximately 110.

STA
Setup repair after global routing left no endpoint under its margin. The transition time recorded at the tightest slew-check pin is 0.669 ns. The total negative setup slack is 0 ns. The end-of-flow timing check tallies setup violations at 0.

The final worst slack is between 3 and 4 ns. The final period demand of the worst path is 11.79 ns. The max-slew check reports its worst relative slack as 0.551.

The final cycle utilization of the critical path is 0.792. The number of endpoints with negative hold slack in the final report is 0. Derived from the worst setup path, the maximum achievable clock frequency is approximately 0.085 GHz. The final tally of max-slew violations is 0. The worst hold slack is 7.30 ns.

Clock network
The number of resized instances in the post-cts repair step is 0. The post-cts hold-fix buffer tally is 0. Once the clock tree was built, the setup fixing pass inserted 0 buffers.

Power
The clock network fraction of total power is 0. The cell area power density is between 40 and 50 mW/mm^2. The part of the power in combinational logic is 1.000. The switching share of power is 0.521. Summed over all cells, the static leakage comes to ~4.8 nW. Across the VDD grid, the largest voltage drop is approximately 0.000023 V. The analysis attributes to net switching a power of between 200 and 300 uW. In the power breakdown, the internal column shows approximately 240 uW. The sequential cell fraction of total power is 0.

Finish
For the completed layout, the total cell area is recorded as between 0.01 and 0.015 mm^2. Leaving out fill and tap cells, the most frequent cells in the layout are sky130_fd_sc_hd__ha_1 (243), sky130_fd_sc_hd__inv_1 (147), sky130_fd_sc_hd__clkdlybuf4s50_1 (136). The count of clock-net buffers in the final layout is 0. The final layout contains a sequential cell count of 0.

The library cell used most frequently in the layout, excluding fill and tap cells, is sky130_fd_sc_hd__ha_1. The area growth from synthesis to layout is 18.4%. Of the cells placed in the final design, the portion with a size suffix greater than 1 is 0.00247. The post-route core utilization is 0.364. The sequential cells in the finished layout cover a total of 0 um^2.

Route
The number of antenna diodes in the final layout is 0. Per the detail_route report, vias per standard cell equal between 4 and 5. Per the post-route antenna check, the number of violating nets is 0. For this run, the detailed router's first-pass iteration total came to 5. The detailed router placed just under 8k vias in this run.

The final wirelength is approximately 22000 um. The post-detailed-route DRC marker count is 0. Once iteration 0 of detailed routing completed, the report listed roughly 310 DRC markers. After detailed routing, the average wire length per cell comes to between 10 and 15 um.

Placement
The minimum setup slack after placement is between 3 and 4 ns. The cell area after placement is just over 0.01 mm^2. The final weighted congestion recorded by global placement is between 0.8 and 0.9.

The count of buffers inserted at the top-level ports is about 140. The detailed placer's ending HPWL is 19800 um.

Min path
The type recorded for the worst min-delay path is in2out. Looking at hold timing, the worst path starts from BallS2[9]. The end point of the worst hold path is Blue[6]. Hold analysis shows the worst path with a depth of 6.

GRT
Total global-route track usage over all layers is 0.155. The number of antenna violations at the first check in global routing was 2. Entering global routing, the biggest net connects 16 pins. The first global-routing pass estimated approximately 36000 um of wire. The global route stage reports its total congestion overflow as 0. The via count of the first global-routing pass is between 7k and 8k.

Setup path
The library cell contributing the largest single delay on the critical path is sky130_fd_sc_hd__clkdlybuf4s50_1. STA puts the critical path data arrival time at between 8 and 9 ns. Per STA, the highest per-stage delay on the worst path measures roughly 0.64 ns. The setup path with the least slack is of type in2out.

Walking the worst path, the cells encountered are clkdlybuf4s50_1 > nand2_1 > inv_1 > fa_1 > inv_1 > fa_1 > inv_1 > ha_1 > fa_1 > inv_1 > fa_1 > inv_1 > ha_1 > nand4_1 > o2111ai_1 > xor2_1 > a2111oi_4 > o211ai_2 > a21boi_1 > nor3_1 > clkdlybuf4s50_1. The highest net fanout along the worst path is 14. The kind of start point of the critical path is an input port. The cell repeated most along the worst path is sky130_fd_sc_hd__inv_1.

Data on the critical path is required at its endpoint by 11.92 ns. STA classifies the critical path endpoint as a primary output.

Outcome
The run finished with clean final reports.
-- cell usage after synthesis, types with 6 or more instances --
cell / count / share of area
sky130_fd_sc_hd__ha_1: 243 / 0.35
sky130_fd_sc_hd__inv_1: 147 / 0.064
sky130_fd_sc_hd__a21oi_1: 81 / 0.047
sky130_fd_sc_hd__xnor2_1: 68 / 0.069
sky130_fd_sc_hd__nor2_1: 64 / 0.028
sky130_fd_sc_hd__nand2_1: 47 / 0.021
sky130_fd_sc_hd__o21ai_0: 38 / 0.022
sky130_fd_sc_hd__o21ai_1: 33 / 0.019
sky130_fd_sc_hd__nand2b_1: 32 / 0.023
sky130_fd_sc_hd__fa_1: 29 / 0.068
sky130_fd_sc_hd__a21o_1: 27 / 0.024
sky130_fd_sc_hd__nor2b_1: 27 / 0.020
sky130_fd_sc_hd__xor2_1: 25 / 0.025
sky130_fd_sc_hd__clkbuf_1: 24 / 0.010
sky130_fd_sc_hd__nor3_1: 24 / 0.014
sky130_fd_sc_hd__buf_4: 19 / 0.017
sky130_fd_sc_hd__nand3_1: 15 / 0.0087
sky130_fd_sc_hd__o211ai_1: 15 / 0.013
sky130_fd_sc_hd__and2_1: 14 / 0.010
sky130_fd_sc_hd__o21a_1: 13 / 0.011
sky130_fd_sc_hd__a211oi_1: 11 / 0.0096
sky130_fd_sc_hd__nor4_1: 11 / 0.0080
sky130_fd_sc_hd__or3_1: 8 / 0.0058
sky130_fd_sc_hd__o21bai_1: 7 / 0.0061
sky130_fd_sc_hd__o31ai_1: 7 / 0.0061
sky130_fd_sc_hd__a2111oi_0: 6 / 0.0061
sky130_fd_sc_hd__a31oi_1: 6 / 0.0044
-- through the flow --
| stage | power (mW) | instances |
|---|---|---|
| after floorplan | 0.373 | 1125 |
| after global placement | 0.504 | 1593 |
| after detailed placement | 0.508 | 1593 |
| after CTS | 0.513 | 1593 |
| after global routing | 0.582 | 1593 |
| final | 0.505 | 1593 |
-- how the worst max path moves through the flow --
stage / cells past startpoint / end / slack, ns / startpoint
6_report: 21 / Blue[2] / 3.11 / BallS2[1]
4_1_cts: 21 / Blue[2] / 3.04 / BallS2[1]
5_1_grt: 21 / Blue[2] / 2.67 / BallS2[1]
-- cells by family after synthesis --
kind of cell | count (synthesis) | share of synthesized area
AOI/OAI and AO/OA | 297 | 0.227
adders and majority gates | 272 | 0.422
and+or+nand+nor | 270 | 0.163
buffers and inverters | 193 | 0.0935
xor gates and xnor gates | 93 | 0.0948
-- layout make-up --
type                            instances  area [um^2]
Inverter                              147          552
Multi-Input combinational cell        932         7780
Timing Repair Buffer                  136         1360
Fill cell                            2940        17800
Tap cell                              378          473
-- routing by layer --
metal  part of all wire  up-vias  global-route usage
met5             0.0014        -                   0
met4             0.0039        4             0.00466
li1                   -     4125                   -
met2               0.45      152               0.264
met3              0.050       10              0.0110
met1               0.50     3461               0.226
-- power by group through the flow --
stage | Combinational [mW] | Clock, mW | Sequential, mW
4_1_cts | 0.513 | 0 | 0
5_1_grt | 0.582 | 0 | 0
6_report | 0.505 | 0 | 0
-- critical path: cells and delay by family --
kind / cells / cell delay, ns
AOI/OAI and AO/OA: 4 / 0.60
xor gates and xnor gates: 1 / 0.28
adders and majority gates: 6 / 2.73
buffers and inverters: 7 / 1.47
and+or+nand+nor: 3 / 0.76
Power figures rest on the tool's default switching activity, not on a simulated workload.
