==> /design/flow/constraint.sdc <==
current_design ball

set clk_period 2.9
set clk_io_pct 0.2

create_clock -name clk0 -period $clk_period [get_ports {frame_clk}]

set non_clock_inputs [all_inputs -no_clocks]
set_input_delay [expr $clk_period * $clk_io_pct] -clock clk0 $non_clock_inputs
set_output_delay [expr $clk_period * $clk_io_pct] -clock clk0 [all_outputs]
==> /design/flow/config.mk <==
export PLATFORM = sky130hd
export DESIGN_NAME = ball
export DESIGN_NICKNAME = ball
export VERILOG_FILES = /design/flow/design.v
export SDC_FILE = /design/flow/constraint.sdc
export NUM_CORES = 4
export LEC_CHECK = 1
export CORE_UTILIZATION = 40
==> /design/flow/run.sh <==
#!/bin/bash
# OpenROAD 26Q1-2900-gdf79404cd8, Yosys 0.63+post, stock flow scripts
make -C /OpenROAD-flow-scripts/flow DESIGN_CONFIG=/design/flow/config.mk WORK_HOME=/design/flow/orfs finish
==> /design/flow/design.v <==
module  ball ( input Reset, frame_clk, 
					input [15:0] keycode, firekey,
					input [1:0] tankdir,
					input [9:0] parentX, parentY, otherX, otherY, tank_size, 
               output [9:0] BallX, BallY, BallS,
					output hit, ball_fire);
    logic [15:0] keycoded;
    logic [9:0] Ball_X_Pos, Ball_X_Motion, Ball_Y_Pos, Ball_Y_Motion, Ball_Size;
    parameter [9:0] Ball_X_Min=1;        
    parameter [9:0] Ball_X_Max=639;      
    parameter [9:0] Ball_Y_Min=1;        
    parameter [9:0] Ball_Y_Max=479;      
    parameter [9:0] Ball_X_Step=20;       
    parameter [9:0] Ball_Y_Step=20;       
	 parameter [9:0] balls = 0;   
      assign Ball_X_Start = parentX;
		assign Ball_Y_Start = parentY;
    always_ff @ (posedge Reset or posedge frame_clk )
    begin: Move_Ball
        if (Reset)   
        begin 
            Ball_Y_Motion <= 10'd0;  
				Ball_X_Motion <= 10'd0;  
				Ball_Y_Pos <= 0;
				Ball_X_Pos <= 0;
				hit <= 1'b0;
				ball_fire <= 1'b0;
		  end
        else 
        begin 
				 keycoded <= keycode;
				 hit <= 1'b0;
			 if(keycoded == 16'h0009)  
				    begin
					   if (ball_fire == 1'b0)   
						begin
							Ball_Y_Pos <= Ball_Y_Start;
							Ball_X_Pos <= Ball_X_Start;
							ball_fire <= 1'b1;
							unique case (tankdir)
								2'b00 :  
								begin
									Ball_Y_Motion <= (~ (Ball_Y_Step) + 1'b1); 
									Ball_X_Motion <= balls; 
								end
								2'b01 :  
								begin
									Ball_Y_Motion <= balls;
									Ball_X_Motion <= (~ (Ball_X_Step) + 1'b1); 
								end
								2'b10 :  
								begin
									Ball_Y_Motion <= Ball_Y_Step;
									Ball_X_Motion <= balls;
								end
								2'b11 :  
								begin
									Ball_Y_Motion <= balls;
									Ball_X_Motion <= Ball_X_Step; 
								end
							endcase
				   	end	 
			end
			 Ball_Y_Pos <= (Ball_Y_Pos + Ball_Y_Motion);   
			 Ball_X_Pos <= (Ball_X_Pos + Ball_X_Motion);	 
			 BallX <= Ball_X_Pos;
			 BallY <= Ball_Y_Pos;
    end
	 end		
    assign BallS = Ball_Size;
endmodule
==> impl_metrics.tcl <==
# place-and-route summary
set metrics [dict create \
    cts_tree "yes" \
    syn_avg_cell_area_sq_um 14.2 \
    fmax_mhz 502 \
    holdWs_ns 0.460 \
    clk_pin_slew_worst_paths_ns 0.09 \
    status "finished, final reports clean" \
    grt_max_degree 56 \
    ys_cells 175 \
    hpwlAfterDp_microns 2480 \
    cellLeakagePower_nw 1.16 \
    setup_violations 0 \
    wirelength_microns 3620 \
    yosys_area_sq_um 2480 \
    crit_required_ns 2.32 \
    crit_path_start_kind "flop" \
    fin_crit_ns 1.99 \
    cts_buffers 5 \
    drive_gt1_share_pct 6.42 \
    drv_slew 0 \
    period_used_pct 68.7 \
    clock_skew_ns 0.00563 \
    netlist_area_sq_um 2480 \
    comb_area_sq_um 825 \
    top_cells_by_area "edfxtp_1, dfrtp_1, ha_1" \
    htree_levels 2 \
    clock_sinks 55 \
    insertion_delay_ns 0.30 \
    wl_met2_microns 1540 \
    grt.total_usage_pct 12.0 \
    grt_pass1_wl_microns 5690 \
    cts.path.max_buffers 2 \
    crit_type "flop to primary output" \
    yosysUniqueCellTypes 36 \
    area_growth_pct 19.9 \
    placed_area_sq_um 2900 \
    vias 1378 \
    synth_cells 175 \
    ys_top_cells_by_count "edfxtp_1, dfrtp_1, inv_1" \
    initial_utilization_pct 41.7 \
    yosysTopAreaCellShare_pct 38.7 \
    tns_ns 0 \
    path_buffers 1 \
    chipArea_sq_um 6530 \
    die_h_microns 80.8 \
    ys_seq_share_pct 61.8 \
    critPathSlowestCell "dfrtp_1" \
    dr_wl_met3_microns 274 \
    ys_warn_count 19 \
    ys_async_sr_fraction_pct 41.8 \
    vdd_ir_drop_max_v 0.000281 \
    coreArea_sq_um 5960 \
    n_fill_cell 515 \
    arrival_ns 1.41 \
    io_buffer_count 36 \
    edf_count 32 \
    postCtsSetupRepairBufs 0 \
    via_per_inst 4.70 \
    ctsHoldBuffers 0 \
    synth_top_flop_cell "edfxtp_1" \
    top_cell "edfxtp_1" \
    crit_family "flip-flops" \
    synthDominantAreaCellType "edfxtp_1" \
    antenna_found_initial 0 \
    grt_pass1_vias 1188 \
    row_count 28 \
    cts_root_buffer "clkbuf_8" \
    drtAntennaViolNets 0 \
    power_density_nw_per_um2 753 \
    gp_congestion 0.749 \
    n_antenna_cell 0 \
    final_area_sq_um 2980 \
    worstPathCellList "clkdlybuf4s50_1" \
    worstSetupEndpointType "primary output" \
    synth_flops 55 \
    final_hold_viol_count 0 \
    rsz0062_at_grt "false" \
    warnings 91 \
    slowest_delay_ns 0.58 \
    cts_resized 0 \
    final-seq-area_sq_um 1540 \
    drc 0 \
    crit_path_max_fanout 11 \
    drtIter0Drc 78 \
    die_w_microns 80.8 \
    grt_overflow 0 \
    top_layer "met4" \
    dr.pass1.iters 4 \
    drv_cap 0 \
    avgRoutedWirePerCell_microns 12.3 \
    io_pins 118 \
    wl_met1_microns 1730 \
    min_path_type "flop to flop" \
]
==> path summary, 6_finish.rpt <==
| check | slack, ns | to | from | depth (start not counted) |
|---|---|---|---|---|
| max | 0.91 | ball_fire | ball_fire$_DFFE_PP0N_ | 1 |
| min | 0.46 | BallY[4]$_DFFE_PN_ | Ball_Y_Pos[4]$_DFF_PP0_ | 0 |
| max reg2reg | 0.91 | Ball_X_Pos[8]$_DFF_PP0_ | Ball_X_Motion[8]$_DFFE_PP0P_ | 6 |
| min reg2reg | 0.46 | BallY[4]$_DFFE_PN_ | Ball_Y_Pos[4]$_DFF_PP0_ | 0 |
| max in group asynchronous | 2.03 | Ball_Y_Pos[6]$_DFF_PP0_ | Reset | 3 |
| min in group asynchronous | 0.62 | Ball_X_Pos[5]$_DFF_PP0_ | Reset | 3 |
==> registers in the layout, indices dropped and copies added (netlist names) <==
signal         count
keycoded          16
BallX              8
Ball_Y_Motion      3
Ball_X_Motion      3
Ball_Y_Pos         8
BallY              8
ball_fire          1
Ball_X_Pos         8
==> logic make-up (layout without fill, tap and decap cells) <==
| kind of cell | Yosys count | count (layout) | share of synthesized area [%] |
|---|---|---|---|
| buf+inv | 32 | 61 | 7.10 |
| xor+xnor | 10 | 10 | 3.52 |
| mux | 2 | 2 | 0.856 |
| fa+ha+maj | 16 | 16 | 8.66 |
| flops | 55 | 55 | 61.8 |
| other cells | 1 | 15 | 0.151 |
| compound gates | 28 | 28 | 7.80 |
| simple gates | 31 | 31 | 10.1 |
==> cells in the final DEF, fill, tap and decap left out, types with 2 or more instances in the layout <==
cell type,n
a21oi_1,2
o211ai_1,4
dfrtp_1,23
o31ai_1,2
xor2_1,4
nor4b_4,2
ha_1,14
a21boi_0,2
conb_1,15
xnor2_1,6
nand3_1,4
nand2b_1,5
clkdlybuf4s50_1,36
nor4_4,2
fa_1,2
edfxtp_1,32
clkbuf_8,5
o21ai_0,8
o21a_1,2
clkinv_1,2
inv_1,15
nor2_1,4
o41ai_1,4
nand2_1,4
nor3_1,4
==> power by group <==
group	switching, mW	internal [mW]	total, mW
Clock	0.244	0.165	0.409
Sequential	0.0807	1.03	1.11
Combinational	0.333	0.390	0.723
Total	0.657	1.59	2.24
==> area by class of cell <==
class                      instances  area share, %
timing repair buffer              37           12.8
sequential                        55           51.6
inverter                          16           2.02
clock inverter                     3          0.504
tap                               75           3.15
multi-input combinational        102           27.7
clock buffer                       5           2.31
==> per-stage QoR <==
stage               utilization (%)  setup slack [ns]  total power, mW  cells
finish                         50.0             0.909             2.24    293
global route                   50.0             0.755             2.40    293
CTS                            50.0             0.884             2.27    293
detailed placement             48.6             0.924             1.86    285
global placement               48.6             0.884             1.84    285
floorplan                         -             0.811             1.63    189
==> per-layer routing <==
metal / vias up / GRT usage, %
met5: - / 0
met4: 0 / 1.79
met3: 5 / 3.31
met2: 41 / 16.7
met1: 645 / 20.3
li1: 687 / -
Power figures rest on the tool's default switching activity, not on a simulated workload.
